===== flow/design.v =====
module MUX4(input [31:0]Btb, oneAway,
			input [15:0] Op,
			input hazard,
			input [2:0]ForwardToMux4,
			output reg [15:0] Result);
always @(*)
begin
	Result = Op;
	if(hazard)
	begin
		case (ForwardToMux4)
		3'b001: Result = Btb [15:0];
		3'b010: Result = Btb [31:16];
		3'b011: Result = oneAway [15:0];
		3'b100: Result = oneAway [31:16];
	endcase
	end
end
endmodule

===== flow/run.sh =====
#!/bin/bash
# OpenROAD 26Q1-2900-gdf79404cd8, Yosys 0.63+post, stock flow scripts
make -C /OpenROAD-flow-scripts/flow DESIGN_CONFIG=/design/flow/config.mk WORK_HOME=/design/flow/orfs finish

===== flow/config.mk =====
export PLATFORM = sky130hd
export DESIGN_NAME = MUX4
export DESIGN_NICKNAME = MUX4
export VERILOG_FILES = /design/flow/design.v
export SDC_FILE = /design/flow/constraint.sdc
export NUM_CORES = 4
export LEC_CHECK = 1
export CORE_AREA = 10 10 108 108
export DIE_AREA = 0 0 118 118

===== flow/constraint.sdc =====
current_design MUX4

set clk_period 2.8
set clk_io_pct 0.2

create_clock -name clk0 -period $clk_period

set non_clock_inputs [all_inputs -no_clocks]
set_input_delay [expr $clk_period * $clk_io_pct] -clock clk0 $non_clock_inputs
set_output_delay [expr $clk_period * $clk_io_pct] -clock clk0 [all_outputs]

==> out/qor.csv <==
stage,metric,value,unit
floorplan,core,9280,um^2
routing,drt_iter0_drc,32,
global_route,grt_max_degree,21,
worst_setup_path,cp-startpoint,ForwardToMux4[0],
global_route,grtUsageTotal,0.0728,
run_status,outcome,finished clean,
final_timing,drv_slew,0,
logic_synthesis,ys_area,885,um^2
worst_setup_path,path_class,primary input to primary output,
pwr,pwr_density_cell,140,nW/um^2
logic_synthesis,syn_inst,116,
cells_and_area,final_util,0.247,
worst_setup_path,cp.required,2.24,ns
floorplan,io_pins,100,
cells_and_area,clock_buffers,0,
floorplan,initCoreUtil,0.0953,
logic_synthesis,area_leaders,"a221oi_2 (17%), o21ai_2 (15%), o32ai_1 (15%)",
placed_design,place_ws,-0.300,ns
placed_design,dp_hpwl,4600,um
placed_design,portBuffers,100,
pwr,ir_drop,0.0292,mV
global_route,grt_pass1_wl,8200,um
routing,viasPerCell,3.55,
cells_and_area,syn_to_final_growth,159,%
final_timing,post-route-period-util,0.978,
global_route,grt_antenna_before_repair,0,
final_timing,holdWs,1.89,ns
routing,wl_per_cell,14.5,um
logic_synthesis,yosys_cells,116,
logic_synthesis,synth_seq_share,0,
logic_synthesis,yosys.cell_count.top_type,inv_1,
routing,vias,1270,
logic_synthesis,yosysWarnings,1,
final_timing,max-slew-margin-rel,0.793,
final_timing,worst_slew_pin_slew,0.310,ns
routing,first_pass_iters,4,
hold_path,hold_path_depth,4,
routing,ant_nets,0,
final_timing,layout_setup_ws,0.0618,ns
worst_setup_path,worstPathMaxFanout,20,
hold_path,hold_path.class,primary input to primary output,
floorplan,dieArea,13900,um^2
flow_run,max_cap_viol_count,0,
final_timing,min_period,2.74,ns
logic_synthesis,syn_area_per_cell,7.63,um^2
floorplan,die_h,118,um
logic_synthesis,top_cell_area_share,0.170,
clocking,hold_buffers,0,
worst_setup_path,start_kind,primary input,
routing,drt_drc_violations_left,0,
cells_and_area,drive_above_1_share,0.301,
logic_synthesis,ys_types,20,
routing,diodes,0,
worst_setup_path,endpoint_kind,primary output,
logic_synthesis,top_cells_by_count,"inv_1 (18), nand2_1 (16), nand2b_1 (15), o21ai_2 (15), o32ai_1 (15)",
pwr,p_leak,0.876,nW
placed_design,routabilityCongestion,0.757,
floorplan,rows,35,
routing,finalWirelength,5190,um
global_route,grt_pass1_vias,1362,
cells_and_area,seq_cell_count,0,
pwr,power,0.000320,W
flow_run,warning_count,33,
final_timing,setup_violations,0,
logic_synthesis,yosysTopAreaCell,a221oi_2,
cells_and_area,ff_latch_area,0,um^2
logic_synthesis,synth_area,885,um^2
final_timing,fmax,0.365,GHz
global_route,overflow,0,
worst_setup_path,crit_end,Result[5],
final_timing,hold_violations,0,
worst_setup_path,cp.arrival,2.18,ns
floorplan,die_w,118,um
final_timing,setup_tns,0,ns
final_timing,rsz0062_at_grt,true,
where the power goes:
part	internal (W)	switching (W)	total (W)
clock network	0	0	0
logic	0.000211	0.000109	0.000320
registers	0	0	0
worst max-delay path: stages:
cell and delay [ns]:
dlygate4sd2_1 0.26, buf_6 0.14, nor3b_4 0.23, buf_6 0.13, o21ai_4 0.07, buf_12 0.16, o21ai_2 0.13, clkdlybuf4s50_1 0.48
what timing repair did:
action / 4_1_cts / 5_1_grt
endpoints found under the setup margin: 16 / 12
gates resized: 26 / 7
pin swaps: 2 / 1
gates cloned: 1 / 0
setup buffers: 2 / 1
layout make-up:
type                            count  area, um^2
Multi-Input combinational cell     87         820
Tap cell                          129         161
Inverter                           18        67.6
Fill cell                        1020        6990
Timing Repair Buffer              124        1240
routing by layer:
layer / wire (um) / part of all wire / GRT usage
met1: 2370 / 0.46 / 0.0975
met2: 2640 / 0.51 / 0.128
met3: 178 / 0.034 / 0.00924
met4: 0 / 0 / 0
met5: 0 / 0 / 0
worst min-delay path by stage:
stage	startpoint	endpoint
6_report	Op[14]	Result[14]
5_1_grt	Op[14]	Result[14]
4_1_cts	Op[14]	Result[14]
per-stage QoR:
stage | instances | cell area [um^2]
finish | 358 | 2290
global route | 358 | 2290
CTS | 357 | 2250
detailed placement | 354 | 2120
global placement | 354 | 2120
floorplan | 116 | 885
cell families (layout without fill, tap and decap cells):
kind of cell,count (synthesis),in the layout,synth area share
buf+inv,29,142,0.191
simple gates,36,36,0.225
mux,1,1,0.0127
compound gates,50,50,0.571
placed cells by master, fill, tap and decap left out, drive strengths merged, types with 2 or more instances in the layout:
| master | count |
|---|---|
| nand2b | 16 |
| a221oi | 16 |
| dlygate4sd2 | 5 |
| nor2 | 2 |
| o32ai | 15 |
| clkdlybuf4s50 | 93 |
| buf | 24 |
| clkdlybuf4s15 | 2 |
| inv | 18 |
| nand2 | 16 |
| o21ai | 16 |
No activity file was given, so power comes from the tool's default toggle rates.
